`flow/config.mk`:
```
export PLATFORM = sky130hd
export DESIGN_NAME = CPU_ALU
export DESIGN_NICKNAME = CPU_ALU
export VERILOG_FILES = /design/flow/design.v
export SDC_FILE = /design/flow/constraint.sdc
export NUM_CORES = 4
export LEC_CHECK = 1
export CORE_UTILIZATION = 50
```
`flow/constraint.sdc`:
```
current_design CPU_ALU

set clk_period 23.7
set clk_io_pct 0.2

create_clock -name clk0 -period $clk_period

set non_clock_inputs [all_inputs -no_clocks]
set_input_delay [expr $clk_period * $clk_io_pct] -clock clk0 $non_clock_inputs
set_output_delay [expr $clk_period * $clk_io_pct] -clock clk0 [all_outputs]
```
`flow/design.v`:
```
module CPU_ALU (
    input [31:0] A_input, B_input,
    input [3:0] Cmd,
    input [4:0] Shamt,
    input ALU_enable, sh,
    output reg [32:0] Results,
    output [3:0] NZCV
);
    always @(Cmd or A_input or B_input or ALU_enable or sh or Shamt) begin
        Results = 0;
        if (ALU_enable) begin
            case (Cmd)
                4'h0 : Results[31:0] = A_input | B_input;
                4'h1 : Results[31:0] = A_input & B_input;
                4'h2 : Results[31:0] = A_input ^ B_input;
                4'h3 : Results[31:0] = A_input ^ B_input;  
                4'h4 : Results[31:0] = A_input ^ B_input;  
                4'h5 : Results[31:0] = B_input ^ A_input;  
                4'h6 : Results[32:0] = A_input + B_input;
                4'h7 : Results[32:0] = A_input - B_input;
                4'h8 : Results[32:0] = B_input - A_input;
                4'h9 : Results[32:0] = A_input == B_input;
                4'ha : Results[32:0] = A_input != B_input;
                4'hb : Results[32:0] = A_input > B_input;
                4'hc : Results[32:0] = A_input >= B_input;
                4'hd : Results[32:0] = A_input < B_input;
                4'he : Results[32:0] = A_input <= B_input;
                4'hf : if (sh) Results = A_input << Shamt; else Results = A_input >> Shamt;
            endcase
        end
    end
    assign NZCV[0] = Results[32] & (Cmd != 4'hf);
    assign NZCV[1] = Results[32] & (Cmd == 4'hf);
    assign NZCV[2] = (Results[31:0] == 0) & ALU_enable;
    assign NZCV[3] = !Results[32] & (Cmd == 4'h4 | Cmd == 4'h5) | (A_input[31] ^ (~B_input[31]) ^ Results[32]);
endmodule
```
`flow/run.sh`:
```
#!/bin/bash
# OpenROAD 26Q1-2900-gdf79404cd8, Yosys 0.63+post, stock flow scripts
make -C /OpenROAD-flow-scripts/flow DESIGN_CONFIG=/design/flow/config.mk WORK_HOME=/design/flow/orfs finish
```
==> flow_summary.ini <==
; synthesis and place-and-route metrics
[run_status]
status = finished, violations left
violations = capacitance limit, slew limit

[worst_setup_path]
cp_slowest_stage_delay_ns = 0.89
crit_start = A_input[23]
crit_required_ns = 18.96
critPathKind = in -> out
crit_arrival_ns = 10.94
cp_slowest_cell = clkdlybuf4s50_1
critical_path.max_fanout = 14
cp-end-kind = output port
worstSetupStartpointType = input pin
worstPathCellList = clkdlybuf4s50_1, inv_1, ha_1, nor4_2, nand4_1, nor4_1, mux2i_1, a2111oi_0, a21oi_1, o21ai_0, o41ai_1, or4_1, nor4_1, nand4bb_1, nor4_2, clkdlybuf4s50_1

[synth]
area_leaders = ha_1 (13%), mux4_2 (8.1%), a21oi_1 (6.7%)
synth.avg_cell_area_um2 = 6.654
synth_stat.cells = 1828
synth_cell_types = 86
synthTopCellsByCount = nand2_1 (183), nor2_1 (167), a21oi_1 (162)
synthesis.instances = 1828
yosys.area.top_type_share_pct = 13.47
ys_chip_area_um2 = 12160
ys_warn_count = 1
synth_area_leader_cell = ha_1
netlist_area_um2 = 12160
ys_seq_share_pct = 0
top_cell = nand2_1

[power_and_ir_drop]
switching_share_pct = 65.61
p_sw_mw = 0.2289
ir_drop_uv = 22.96
p_int_mw = 0.1200
power.leakage_nw = 5.297
powerDensity_nw_per_um2 = 25.96

[finish]
post-route-util_pct = 56.76
clkbuf_count = 0
fill_cells = 2374
area_growth_pct = 10.50
drive_gt1_share_pct = 7.789
seq_cells = 0
fin_cells = 2158
comb_area_um2 = 11140
finish.instance_area_um2 = 13440
regArea_um2 = 0

[final_timing]
relSlewSlack_pct = -20.77
fin_crit_sh_pct = 66.18
max_clock_freq_mhz = 63.76
finalCriticalPeriod_ns = 15.68
finalSetupViolations = 0
final_hold_viol_count = 0
final_max_slew_viol_count = 2
rsz0062_at_grt = false
setup_tns_ns = 0
worst_pin_slew_ns = 1.793

[detailed_routing]
antenna_left = 0
drt-total-wl_mm = 66.99
post_drt_wl_per_cell_um = 31.04
drc = 0
drt-vias-per-instance = 7.524
first_iter_violations = 2128
first_pass_iters = 8
vias = 16240

[cts]
cts_setup_buffers = 0
cts_hold_buf = 0
cts-resized-gates = 0

[placement]
post-dp-hpwl_mm = 50.62
portBuffers = 112
globalplace.congestion = 1.131
place_area_um2 = 13430
dp.cells = 2155

[job]
warnings = 132
cap_violations = 1

[global_routing]
grt_max_degree = 62
antenna_found_initial = 6
first_global_vias = 15280
track_usage_pct = 55.49
grt-ovfl-total = 0
grt_pass1_wl_mm = 98.53

[worst_hold_path]
hp-start = ALU_enable
hold_class = in -> out

[floorplanning]
die_width_um = 158.0
dieArea_um2 = 24960
die_h_um = 158.0
fp_util_pct = 51.36
ios = 112
core_area_um2 = 23680
fp-row-count = 56
worst paths after layout:
path / endpoint / slack (ns) / depth (start not counted)
setup / recovery: NZCV[2] / 8.02 / 16
hold / removal: Results[29] / 10.72 / 5
layout make-up:
type | count | share of cell area, %
repair buffers | 161 | 10.98
multi-input cells | 1563 | 82.86
inverters | 112 | 3.128
diodes | 3 | 0.05585
well taps | 319 | 2.969
kinds of logic (layout without fill, tap and decap cells):
kind of cell	after synthesis	after routing	share of synthesized area, %
compound gates	650	650	35.48
xor+xnor	26	26	1.872
fa+ha+maj	134	134	13.97
buf+inv	265	273	8.589
mux	137	137	16.02
other cells	0	3	0
simple gates	616	616	24.08
metrics by stage:
step	hold WS, ns	power [mW]	worst slack (ns)
final	10.72	0.3489	8.016
after CTS	10.70	0.3263	8.353
after detailed placement	10.70	0.3246	8.369
after floorplan	9.541	0.2027	10.79
after global routing	10.79	0.3635	7.700
after global placement	10.70	0.3259	8.385
critical path, delay by kind of cell:
family                   cells  cell delay (ns)
adder cells (fa/ha/maj)      1             0.59
AND-OR/OR-AND                4             0.85
multiplexers                 1             0.16
AND/OR/NAND/NOR              7             2.89
buffers and inverters        3             1.68
routing by layer:
layer	track usage (%)	wire length, um
met5	5.383	59
met4	40.34	6498
met3	27.01	11070
met2	76.17	26030
met1	66.50	23340
power groups by stage:
stage	combinational (mW)	clock, mW	sequential, mW
after CTS	0.326	0	0
after global routing	0.363	0.00000000272	0
cells in the final DEF, fill, tap and decap left out, drive strengths merged, types with 14 or more instances in the layout:
master,synthesis,layout
a211oi,45,45
nor3,44,44
nand3,53,53
nand4,24,24
a21o,19,19
a21boi,14,14
mux2,21,21
o211ai,33,33
o21ai,144,144
nor4,32,32
o21bai,16,16
o221ai,14,14
mux4,44,44
mux2i,72,72
a31oi,21,21
nand2,183,183
nor2,167,167
nor2b,24,24
ha,131,131
buf,52,53
o21a,14,14
nand2b,21,21
xnor2,25,25
o31ai,23,23
a21oi,163,163
clkdlybuf4s50,0,108
inv,106,106
a221oi,23,23
Power is estimated from default activity; no workload was simulated.
